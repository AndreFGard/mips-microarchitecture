**run.sh**
```bash
#!/bin/bash
# OpenROAD 26Q1-2900-gdf79404cd8, Yosys 0.63+post, stock flow scripts
make -C /OpenROAD-flow-scripts/flow DESIGN_CONFIG=/design/flow/config.mk WORK_HOME=/design/flow/orfs finish
```
**config.mk**
```make
export PLATFORM = sky130hd
export DESIGN_NAME = ALU
export DESIGN_NICKNAME = ALU
export VERILOG_FILES = /design/flow/design.v
export SDC_FILE = /design/flow/constraint.sdc
export NUM_CORES = 4
export LEC_CHECK = 1
export CORE_UTILIZATION = 30
```
**constraint.sdc**
```tcl
current_design ALU

set clk_period 15.3
set clk_io_pct 0.2

create_clock -name clk0 -period $clk_period

set non_clock_inputs [all_inputs -no_clocks]
set_input_delay [expr $clk_period * $clk_io_pct] -clock clk0 $non_clock_inputs
set_output_delay [expr $clk_period * $clk_io_pct] -clock clk0 [all_outputs]
```
**design.v**
```verilog
module ALU(
  input [2:0] aluControl, 
  input signed [31:0] srcA, 
  input signed [31:0] srcB, 
  output zero, 
  output signed [31:0] aluResult 
);
  parameter ADD = 3'b010; 
  parameter SUBT = 3'b110; 
  parameter AND = 3'b000; 
  parameter OR = 3'b001; 
  parameter SETLESSTHAN = 3'b111;
  assign aluResult = (aluControl == ADD) ? (srcA + srcB): 
                     (aluControl == SUBT) ? (srcA - srcB): 
                     (aluControl == AND) ? (srcA && srcB): 
                     (aluControl == OR) ? (srcA || srcB): 
                     (aluControl == SETLESSTHAN) ? (srcA < srcB): 32'd0;
  assign zero = (aluResult == 0) ? 1 : 0;
endmodule
```
==> flow_summary.toml <==
# flow metrics
[cts]
post_cts_buffers = 0
cts_resized = 0
cts.hold.buffers_added = 0

[yosys]
mux_share_pct = 3.83
synth_warnings = 0
yosys_cells = 681
adder_share_pct = 18.8
syn_area_sq_um = 4470
synth_chip_area_sq_um = 4470
ys_sh_xor_pct = 1.57
synth.cellmix.simpleShare_pct = 31.8
ys_seq_share_pct = 0
ys_sh_aoi_pct = 34.9
synth.distinct_cells = 84
logic_family = "AND-OR/OR-AND gates"
post_synth_inst_count = 681
avgSynthCellArea_sq_um = 6.56

[worst_hold_path]
hp-start = "aluControl[2]"
hold_end = "aluResult[1]"
hold_class = "primary input to output port"
hold_depth = 5

[setup_path]
crit_buf_inv = 3
crit_fanout = 6
slowest_stage = "clkdlybuf4s50_1"
crit_type = "primary input to output port"
max_stage_delay_ns = 0.56
required_ns = 12.24
cpLargestDelayFamily = "AND-OR/OR-AND gates"
critPathLaunchType = "primary input"
critical_path_arrival_ns = 7.62
cp_cell_sequence = "clkdlybuf4s50_1, ha_1, inv_1, fa_1, a211oi_2, o211ai_1, a211oi_1, o21bai_1, and2_1, a311oi_1, nand3_1, a2111oi_0, nand4_1, nor2_1, clkdlybuf4s50_1"
worst_path_most_repeated_cell = "clkdlybuf4s50_1"
cp-end-kind = "output port"

[finish]
drive_gt1_share_pct = 4.71
finish.utilization_pct = 38.1
area_growth_pct = 24.0
layout_top_cells = "clkdlybuf4s50_1, ha_1, nor2_1"
seq_area_sq_um = 0
nClkBuffers = 0
seq_cell_count = 0
stdcell_area_sq_um = 5540
layout_top_cell = "clkdlybuf4s50_1"

[die]
die_area_sq_um = 15400
ios = 100
initCoreUtil_pct = 30.8
die_h_microns = 124
dieWidth_microns = 124
rows = 44
coreArea_sq_um = 14500

[timing]
fin_crit_sh_pct = 69.8
hold_viol = 0
relSlewSlack_pct = 47.6
drv_slew = 0
period_minus_slack_ns = 10.68
whs_ns = 7.36
tightest_slew_ns = 0.766
fmax_mhz = 93.7
rsz0062_at_grt = "false"
tns_ns = 0
finalSetupViolations = 0

[route]
drc = 0
via_per_inst = 5.88
drt_wl_total_mm = 17.6
dr.pass1.iters = 7
vias = 5455
antennaDiodeCount = 0
wl_per_cell_microns = 19.0
ant_nets = 0
dr.first_iter.drc_count = 562

[status]
status = "completed"

[global_routing]
grt_max_degree = 69
grt_overflow_total = 0
antenna_found_initial = 1
gr-usage-all-layers_pct = 23.1
grt_pass1_wl_mm = 27.2
grt_pass1_vias = 4909

[pwr]
vdd_drop_max_mv = 0.0201
leakage_nw = 2.28
p_per_area_nw_per_um2 = 37.7
power_uw = 209

[place]
hpwl_mm = 14.3
dpl-instance-area_sq_um = 5540
port_buffers = 100
finalWeightedCongestion = 0.963

[job]
drv_cap = 0
openroad.warnings = 63
## worst min-delay path: stages
cell	delay, ns
buf_2	0.09
buf_4	0.34
a21oi_1	0.32
nor2_1	0.07
clkdlybuf4s50_1	0.40
## worst max path at each step
stage	startpoint	to	slack (ns)	depth (start not counted)
CTS	srcB[0]	zero	4.65	15
global route	srcB[0]	zero	4.37	15
finish	srcB[0]	zero	4.62	15
## cell families after synthesis
group	Yosys count
adders and majority gates	66
xor gates and xnor gates	8
muxes	17
buffers and inverters	100
AOI/OAI and AO/OA	219
and+or+nand+nor	271
## metal layers
| metal | vias to the layer above | global-route usage (%) | routed length [microns] |
|---|---|---|---|
| met4 | 2 | 3.42 | 269 |
| met1 | 2519 | 35.2 | 8410 |
| li1 | 2681 | - | - |
| met5 | - | 0 | 13 |
| met3 | 20 | 2.29 | 1280 |
| met2 | 233 | 35.5 | 7670 |
## metrics by stage
step,instances,setup slack [ns]
3_3_place_gp,927,4.67
4_1_cts,927,4.65
5_1_grt,927,4.37
6_report,927,4.62
3_5_place_dp,927,4.67
2_1_floorplan,681,6.58
## where the power goes
group | switching [mW] | total, mW | internal, mW | leakage [nW]
sequential | 0 | 0 | 0 | 0
combinational | 0.119 | 0.209 | 0.0897 | 2.28
clock | 0 | 0 | 0 | 0
total | 0.119 | 0.209 | 0.0897 | 2.28
## cells in the mapped netlist, types with 6 or more instances
master	count	area share (%)
ha_1	63	18
nor2b_1	15	2.1
nor2_1	61	5.1
mux2i_1	16	3.6
a21o_1	12	2.0
o211ai_1	13	2.2
and2_1	12	1.7
o31ai_1	8	1.3
nand2_1	45	3.8
buf_2	7	0.78
o21bai_1	6	1.0
clkbuf_1	31	2.6
inv_1	56	4.7
nand4_1	13	1.8
nor3_1	30	3.4
nand2b_1	11	1.5
nor4_1	26	3.6
a31oi_1	13	1.8
a21oi_1	54	6.0
o21a_1	9	1.5
a211oi_1	9	1.5
or3_1	11	1.5
nand3_1	17	1.9
o21ai_0	25	2.8
## area by class of cell
class / count / area, sq um
tap: 184 / 230
fill: 1581 / 8990
multi-input combinational: 581 / 4070
inverter: 58 / 220
timing repair buffer: 104 / 1030
No activity file was given, so power comes from the tool's default toggle rates.
