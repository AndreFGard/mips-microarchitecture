==> ./design.v <==
module pc(
  input [31:0] next_instr, 
  input clk, 
  output reg [31:0] curr_instr 
);
  initial curr_instr = 0;
  always @(posedge clk) begin
    curr_instr = next_instr;
  end
endmodule
==> ./run.sh <==
#!/bin/bash
# OpenROAD 26Q1-2900-gdf79404cd8, Yosys 0.63+post, stock flow scripts
make -C /OpenROAD-flow-scripts/flow DESIGN_CONFIG=/design/flow/config.mk WORK_HOME=/design/flow/orfs finish
==> ./config.mk <==
export PLATFORM = sky130hd
export DESIGN_NAME = pc
export DESIGN_NICKNAME = pc
export VERILOG_FILES = /design/flow/design.v
export SDC_FILE = /design/flow/constraint.sdc
export NUM_CORES = 4
export LEC_CHECK = 1
export CORE_AREA = 10 10 72 72
export DIE_AREA = 0 0 82 82
==> ./constraint.sdc <==
current_design pc

set clk_period 1.0
set clk_io_pct 0.2

create_clock -name clk0 -period $clk_period [get_ports {clk}]

set non_clock_inputs [all_inputs -no_clocks]
set_input_delay [expr $clk_period * $clk_io_pct] -clock clk0 $non_clock_inputs
set_output_delay [expr $clk_period * $clk_io_pct] -clock clk0 [all_outputs]
==> run notes <==
Status of the implementation.

- In this run the cell area of the synthesized design comes to 641 sq um.
- The number of warning messages in the logs is 25, for reference.
- The antenna violation net count after detailed routing is 0, for reference.
- Dividing the detail-routed via count by the number of cells gives 3.26.
- The logic area is 0 sq um, for reference.
- The data required time reported for the critical path is 800 ps.
- The register with the most flip-flops in the layout has 32 of them.
- The core area is 0.00369 sq mm, for reference.
- The number of buffers and inverters on the critical path is 1.
- The overall routing resource usage is 0.0574, for reference.
- Dividing the detail-routed wire length by the instance count gives 12.7 microns.
- The report lists the cells along the critical path as clkdlybuf4s15_1.
- Antenna repair during routing inserted a diode count of 0.
- The analysis attributes to cell leakage a power of 0.582 nW.
- Per the CTS log, the root buffer master is sky130_fd_sc_hd__clkbuf_8.
- Counting the fill cells in the layout gives 367.
- Post-CTS repair ended up resizing 65 cells.
- Each instance of the synthesized netlist takes up on average 20.0 sq um.
- The first global-routing pass estimated 2.85 mm of wire.
- The area taken by flip-flops and latches is 656 sq um, for reference.
- The area growth from synthesis to layout is 117%, for reference.
- The worst setup slack after placement is 34.3 ps, for reference.
- The family with the most delay on the worst path is flip-flops, for reference.
- The worst setup path is launched from a flip-flop.
- Per the final report, max-transition violations number 0.
- RePlAce ended its routability-driven mode at a weighted congestion of 0.779.
- Across all checked pins, the minimum headroom to the slew limit is 0.954.
- The initial antenna violation count was 0.
- Per the repair_timing log after CTS, setup buffers inserted total 0.
- The critical path start-end classification is reg -> out, for reference.
- The pin count of the biggest net entering global routing is 10, for reference.
- The layout contains a multi-input combinational cell count of 0.
- The share of cells above drive strength 1 is 0.279, for reference.
- According to the CTS report, the clock sink count is 32.
- TritonCTS built the clock tree.
- In this run the horizontal extent of the chip is 82 microns.
- The slew of the pin with the lowest slew margin is 69.1 ps, for reference.
- In this run the full chip footprint comes out at 0.00672 sq mm.
- The tool flagged a number of max-cap violations equal to 0.
- The number of iterations in the first detailed-routing pass is 2, for reference.
- The first-iteration detailed-routing DRC count is 4, for reference.
- The routed design could run at a clock period as short as 953 ps.
- The path class of the lowest-slack min-delay path is in -> reg, for reference.
- After technology mapping, the gate count stands at 32.
- The peak fanout along the critical path is 1, for reference.
- The part of the Yosys area used for sequential elements is 1.00, for reference.
- The arrival time at the worst endpoint is 750 ps, for reference.
- The number of hold violations in the final report is 0, for reference.
- Per the OpenROAD floorplan log, the height of the die is 82 microns.
- Summing over every cut layer, the via total after detailed routing is 495.
- The setup-violating endpoint count in the final report is 0, for reference.
- The clock-pin transition on the worst setup and hold timing paths is 60 ps, for reference.
- The synthesis stat section lists a flop and latch total of 32.
- The maximum number of buffers from clock root to sink is 2, for reference.
- In the floorplan report the effective utilization is 0.174.
- The highest clock rate is 1050 MHz, for reference.
- The worst setup path is captured at a primary output.
- The number of warnings issued by yosys is 1, for reference.
- Counting distinct cell types in the post-synthesis netlist gives 1.
- The chip area from the yosys synthesis statistics is 641 sq um, for reference.
- The share of the clock period used by the worst path after layout is 0.953, for reference.
- The master of the slowest instance on the critical path is sky130_fd_sc_hd__dfxtp_1, for reference.
- The floorplan has 22 rows.
- The clock tree synthesis step divided the H-tree into 2 levels.
- The total power per unit cell area is 1820 mW/mm^2, for reference.
- The total global routing overflow is 0, for reference.
- The count of buffers from port buffering is 64, for reference.
- For this run, design rule violations remaining after detail routing come to 0.
- In this run the VDD rail shows a maximum IR drop of 0.683 mV.
- The number of buffers created by CTS is 5, for reference.
- Setup repair after global routing left no endpoint under its margin.
- The run finished with clean final reports.
- The number of cell instances after yosys synthesis is 32, for reference.
- Setup total negative slack on the finished layout was measured at 0 ps.
- The worst path meets setup with 46.9 ps of slack.
- The final routed wirelength across all metal layers is 1.94 mm, for reference.
- The largest single stage delay on the critical path is 310 ps.
- The via count of the first global-routing pass is 516, for reference.
- The number of hold buffers added after CTS is 0, for reference.
- The number of I/O pins is 65, for reference.
## power breakdown
part / internal (mW) / leakage (nW) / total (mW) / switching, mW
Clock: 0.560 / 0.0455 / 0.967 / 0.407
Sequential: 1.35 / 0.270 / 1.36 / 0.0155
Combinational: 0.171 / 0.267 / 0.195 / 0.0242
## Yosys cell counts (all sizes together)
master	count	share of area
dfxtp	32	1.0
## area by class of cell
type	count	share of cell area
flip-flops and latches	32	0.471
repair buffers	64	0.421
clock buffers	8	0.0647
well taps	48	0.0432
## cell usage in the layout (no fill, tap or decap)
cell type,instances
sky130_fd_sc_hd__clkdlybuf4s15_1,21
sky130_fd_sc_hd__dfxtp_2,12
sky130_fd_sc_hd__clkbuf_2,11
sky130_fd_sc_hd__clkbuf_1,2
sky130_fd_sc_hd__clkdlybuf4s50_1,32
sky130_fd_sc_hd__clkbuf_8,6
sky130_fd_sc_hd__dfxtp_1,20
## metrics by stage
step                hold WS (ps)  instances  total power, mW   util  cell area (sq um)
floorplan                    228         32             1.37      -                641
global placement             651        144             1.63  0.364               1340
detailed placement           652        144             1.63  0.364               1340
CTS                          347        152             2.59  0.388               1430
global route                 330        152             2.68  0.377               1390
finish                       359        152             2.53  0.377               1390
## cells by family (layout without fill, tap and decap cells)
| group | count (synthesis) | in the layout | share of synthesized area |
|---|---|---|---|
| DFF | 32 | 32 | 1.00 |
| buffers and inverters | 0 | 72 | 0 |
## layer usage
layer | GRT usage | share of wire | wire length (microns)
met2 | 0.0784 | 0.42 | 816
met3 | 0.0551 | 0.21 | 401
met5 | 0 | 0 | 0
met4 | 0.0136 | 0.024 | 47
met1 | 0.0633 | 0.35 | 670
## final timing paths
kind,startpoint,end,slack (ps),cells after the start
setup / recovery,curr_instr[9],curr_instr[9],50,1
hold / removal,next_instr[19],curr_instr[19],360,1
No activity file was given, so power comes from the tool's default toggle rates.
