## /design/flow/design.v

```verilog
module register_file(
  input [4:0] a1,         
  input [4:0] a2,         
  input [4:0] a3,         
  input signed [31:0] WD3,       
  input WE3,              
  input clk,              
  output signed [31:0] RD1,     
  output signed [31:0] RD2      
);
  reg signed [31:0] registers [0:31];   
  assign RD1 = (a1 == 0) ? 32'd0 : registers[a1];
  assign RD2 = (a2 == 0) ? 32'd0 : registers[a2];
  integer i;
  initial begin
    for (i = 0; i < 32; i = i + 1) 
      registers[i] = 32'd0;
  end
  always @(posedge clk) begin
    if (WE3 && (a3 != 0)) begin
      registers[a3] <= WD3;
    end
  end
endmodule
```

## /design/flow/run.sh

```bash
#!/bin/bash
# OpenROAD 26Q1-2900-gdf79404cd8, Yosys 0.63+post, stock flow scripts
make -C /OpenROAD-flow-scripts/flow DESIGN_CONFIG=/design/flow/config.mk WORK_HOME=/design/flow/orfs finish
```

## /design/flow/config.mk

```make
export PLATFORM = sky130hd
export DESIGN_NAME = register_file
export DESIGN_NICKNAME = register_file
export VERILOG_FILES = /design/flow/design.v
export SDC_FILE = /design/flow/constraint.sdc
export NUM_CORES = 4
export LEC_CHECK = 1
export CORE_UTILIZATION = 40
```

## /design/flow/constraint.sdc

```tcl
current_design register_file

set clk_period 5.9
set clk_io_pct 0.2

create_clock -name clk0 -period $clk_period [get_ports {clk}]

set non_clock_inputs [all_inputs -no_clocks]
set_input_delay [expr $clk_period * $clk_io_pct] -clock clk0 $non_clock_inputs
set_output_delay [expr $clk_period * $clk_io_pct] -clock clk0 [all_outputs]
```

==> run_summary.xml <==
<?xml version="1.0" encoding="UTF-8"?>
<metrics>
  <group name="synth">
    <metric name="yosys-dominant-comb-family" unit="">multiplexers</metric>
    <metric name="post_synth_xor_area_fraction" unit="">0</metric>
    <metric name="top_cell_area_share" unit="">0.642</metric>
    <metric name="synthSimpleGateAreaFrac" unit="">0.0218</metric>
    <metric name="postSynthCellCount" unit="">2564</metric>
    <metric name="yosys.area_share.aoi" unit="">0.0615</metric>
    <metric name="yosys.area_share.adder" unit="">0</metric>
    <metric name="mean_area_per_synthesized_cell" unit="sq um">18.7</metric>
    <metric name="post-synth-top-area-cell" unit="">edfxtp_1</metric>
    <metric name="topCellsByArea" unit="">edfxtp_1, mux4_2, mux2i_1</metric>
    <metric name="yosys.cell_types.count" unit="">39</metric>
    <metric name="yosys-stat-cells" unit="">2564</metric>
    <metric name="synth-seq-area-share" unit="">0.642</metric>
    <metric name="synth_warnings" unit="">1</metric>
    <metric name="mux_share_of_post_synthesis_cell_area" unit="">0.250</metric>
    <metric name="netlist_area" unit="sq um">47900</metric>
    <metric name="synth_chip_area" unit="sq um">47900</metric>
    <metric name="postSynthRegisterBits" unit="">1024</metric>
  </group>
  <group name="die">
    <metric name="die_span_in_x" unit="microns">348</metric>
    <metric name="die_area" unit="sq um">121000</metric>
    <metric name="floorplan.core_area" unit="sq um">118000</metric>
    <metric name="rows" unit="">126</metric>
    <metric name="floorplanUtilization" unit="">0.405</metric>
    <metric name="die_height" unit="microns">348</metric>
    <metric name="ioPinCount" unit="">113</metric>
  </group>
  <group name="clock_network">
    <metric name="post_cts.resized_instances" unit="">0</metric>
    <metric name="cts-root-to-sink-buffers" unit="">3</metric>
    <metric name="clockRootBuffer" unit="">clkbuf_16</metric>
    <metric name="cts_sinks" unit="">1024</metric>
    <metric name="clk_pin_slew_worst_paths" unit="ns">0.06</metric>
    <metric name="tritoncts.num_buffers" unit="">106</metric>
    <metric name="cts_setup_buffers" unit="">0</metric>
    <metric name="cts_tree" unit="">yes</metric>
    <metric name="cts_htree_levels" unit="">3</metric>
    <metric name="ctsHoldBuffers" unit="">0</metric>
  </group>
  <group name="finish">
    <metric name="mostFrequentLayoutCell" unit="">edfxtp_1</metric>
    <metric name="final.fill_count" unit="">9532</metric>
    <metric name="filler_free_cell_count_of_the_finished_design" unit="">4454</metric>
    <metric name="final_layout_size_suffix_gt1_frac" unit="">0.276</metric>
    <metric name="top_register" unit="">registers</metric>
    <metric name="layout_top_registers" unit="">registers x1024</metric>
    <metric name="layout_top_cells" unit="">edfxtp_1, mux2i_1, mux4_2</metric>
    <metric name="final-comb-area" unit="sq um">16400</metric>
    <metric name="area_added_between_synthesis_and_finish" unit="%">15.0</metric>
    <metric name="post-route-cell-area" unit="sq um">55100</metric>
    <metric name="regArea" unit="sq um">30700</metric>
    <metric name="flip_flop_count_of_the_largest_register_all_copies_and_words_added" unit="">1024</metric>
  </group>
  <group name="grt">
    <metric name="grt_antenna_before_repair" unit="">3</metric>
    <metric name="gr-usage-all-layers" unit="">0.292</metric>
    <metric name="grt_pass1_vias" unit="">31900</metric>
    <metric name="grt_pass1_wl" unit="microns">227000</metric>
    <metric name="pin_count_of_the_biggest_net_entering_global_routing" unit="">63</metric>
    <metric name="global_route.overflow_total" unit="">0</metric>
  </group>
  <group name="flow_run">
    <metric name="drv_cap" unit="">0</metric>
    <metric name="openroad.warnings" unit="">26</metric>
  </group>
  <group name="pwr">
    <metric name="power.share.switching" unit="">0.233</metric>
    <metric name="total_switching_power" unit="mW">3.74</metric>
    <metric name="power.static_leakage" unit="nW">17.9</metric>
    <metric name="comb_power_share" unit="">0.095</metric>
    <metric name="power_frac_clock" unit="">0.398</metric>
    <metric name="power.ir.vdd_worst" unit="V">0.000235</metric>
    <metric name="power.density_cell_area" unit="nW/um^2">292</metric>
    <metric name="seqPwrFrac" unit="">0.507</metric>
    <metric name="power_report.internal_total" unit="mW">12.3</metric>
    <metric name="totalPowerFinal" unit="mW">16.1</metric>
  </group>
  <group name="sta">
    <metric name="slew_headroom" unit="">0.220</metric>
    <metric name="tns" unit="ns">0</metric>
    <metric name="grt_setup_unrepaired" unit="">false</metric>
    <metric name="achievable-frequency" unit="MHz">185</metric>
    <metric name="timing_worst_slew_pin_value" unit="ns">1.17</metric>
    <metric name="report.final.slew_viol_count" unit="">0</metric>
    <metric name="crit_path_time_final" unit="ns">5.40</metric>
    <metric name="final-setup-viol-count" unit="">0</metric>
    <metric name="min_period_over_period" unit="">0.916</metric>
    <metric name="final-hold-violation-count" unit="">0</metric>
  </group>
  <group name="outcome">
    <metric name="outcome" unit="">finished clean</metric>
  </group>
  <group name="route">
    <metric name="vias" unit="">28600</metric>
    <metric name="postRouteWirelength" unit="microns">161000</metric>
    <metric name="first_pass_iters" unit="">6</metric>
    <metric name="average_wire_length_per_cell_after_detail_routing" unit="microns">36.1</metric>
    <metric name="drt-initial-drc-count" unit="">1883</metric>
    <metric name="route.detailed.drc" unit="">0</metric>
    <metric name="via_per_inst" unit="">6.42</metric>
    <metric name="route.antenna.remaining_nets" unit="">0</metric>
  </group>
  <group name="placement">
    <metric name="detailed_place_hpwl" unit="microns">91200</metric>
    <metric name="place_congestion" unit="">0.903</metric>
    <metric name="place_inst" unit="">4261</metric>
    <metric name="placed_area" unit="sq um">51900</metric>
    <metric name="buffer_ports.inserted" unit="">112</metric>
  </group>
  <group name="setup_path">
    <metric name="critical_path.top_delay_family" unit="">buffers and inverters</metric>
    <metric name="worst_path_max_delay_cell" unit="">buf_4</metric>
    <metric name="path_class" unit="">primary input to output port</metric>
    <metric name="worst-path-buf-inv" unit="">4</metric>
    <metric name="timing.critical_path.fanout_max" unit="">54</metric>
    <metric name="critPathArrivalTime" unit="ns">4.22</metric>
    <metric name="required" unit="ns">4.72</metric>
    <metric name="critical_path_cell_by_cell" unit="">buf_8 -&gt; buf_4 -&gt; nor2b_4 -&gt; buf_12 -&gt; a21oi_1 -&gt; a211oi_1 -&gt; clkdlybuf4s50_1</metric>
    <metric name="start_kind" unit="">primary input</metric>
    <metric name="max_stage_delay" unit="ns">0.64</metric>
    <metric name="crit_path_end_kind" unit="">output port</metric>
  </group>
  <group name="worst_hold_path">
    <metric name="hold_crit_path_type" unit="">primary input to flip-flop</metric>
  </group>
</metrics>
Yosys cell counts:
master / n
a22oi_1: 64
or2_2: 1
nor2_1: 36
or3b_2: 5
a221oi_2: 16
and3_1: 1
a211oi_2: 11
nand2_1: 85
conb_1: 1
nand3b_1: 6
a311oi_1: 32
clkbuf_1: 98
nand3_1: 2
and2_1: 1
inv_1: 2
mux4_2: 316
buf_4: 53
clkbuf_2: 1
nor2b_1: 37
mux4_1: 36
o21ai_1: 4
o21ai_0: 50
and2_0: 1
nand2b_1: 1
o2111ai_1: 10
clkbuf_4: 1
mux2i_1: 320
or3_1: 2
edfxtp_1: 1024
a221oi_1: 38
or4_4: 1
a211oi_1: 53
o221ai_1: 64
a21oi_1: 32
mux2_2: 64
buf_6: 12
nor2_2: 1
nand4_1: 32
buf_2: 50
cells by family after synthesis:
kind of cell           after synthesis
flip-flops                        1024
multiplexers                       736
AND-OR/OR-AND                      374
buffers and inverters              217
AND/OR/NAND/NOR                    212
other                                1
power by group through the flow:
stage,combinational (mW),sequential [mW],clock (mW)
final,1.53,8.16,6.39
after global routing,1.61,8.17,6.71
after CTS,1.52,8.16,6.46
per-layer routing:
metal  global-route usage  share of wire  vias up
met5               0.0408         0.0034        -
met4                0.103          0.047       19
met3                0.267           0.21      438
met2                0.404           0.44     2521
met1                0.316           0.30    14200
li1                     -              -    11400
metrics by stage:
stage          hold slack [ns]   util  setup WS [ns]
2_1_floorplan             1.28      -           2.13
3_3_place_gp              2.00  0.438          0.547
3_5_place_dp              2.01  0.438          0.504
4_1_cts                   1.28  0.465          0.498
5_1_grt                   1.34  0.465          0.454
6_report                  1.31  0.465          0.496
cell type report:
cell class,instances,share of cell area
Multi-Input combinational cell,1354,0.298
Timing Repair Buffer,281,0.0489
Inverter,2,0.000159
Sequential cell,1024,0.558
Clock buffer,124,0.0505
Antenna cell,1,0.0000454
Tap cell,1600,0.0363
Clock inverter,68,0.00842
worst paths after layout:
check | slack (ns) | end | cells after the start | from
worst max-delay path | 0.50 | RD2[31] | 7 | a2[2]
worst min-delay path | 1.31 | registers[14][3] | 2 | WD3[3]
Power figures rest on the tool's default switching activity, not on a simulated workload.
